## ./config.mk

```make
export PLATFORM = sky130hd
export DESIGN_NAME = sequence_detector
export DESIGN_NICKNAME = sequence_detector
export VERILOG_FILES = /design/flow/design.v
export SDC_FILE = /design/flow/constraint.sdc
export NUM_CORES = 4
export LEC_CHECK = 1
export CORE_AREA = 10 10 70 70
export DIE_AREA = 0 0 80 80
```

## ./constraint.sdc

```tcl
current_design sequence_detector

set clk_period 1.5
set clk_io_pct 0.2

create_clock -name clk0 -period $clk_period [get_ports {clk}]

set non_clock_inputs [all_inputs -no_clocks]
set_input_delay [expr $clk_period * $clk_io_pct] -clock clk0 $non_clock_inputs
set_output_delay [expr $clk_period * $clk_io_pct] -clock clk0 [all_outputs]
```

## ./design.v

```verilog
module sequence_detector(
    input din,
    input clk,
    input reset,
    output reg dout
);
typedef enum reg [1:0] {
    IDLE = 2'b00,
    S1 = 2'b01,
    S2 = 2'b10,
    S3 = 2'b11
} state_type;
state_type current_state, next_state;
always @(posedge clk or posedge reset) begin
    if (reset) begin
        current_state <= IDLE;
    end else begin
        current_state <= next_state;
    end
end
always @(*) begin
    case (current_state)
        IDLE:
            next_state = din ? S1 : IDLE;
        S1:
            next_state = din ? S1 : S2;
        S2:
            next_state = din ? S3 : IDLE;
        S3:
            next_state = din ? S1 : IDLE;
        default:
            next_state = IDLE;
    endcase
end
always @(current_state) begin
    dout = (current_state == S3) ? 1'b1 : 1'b0;
end
endmodule
```

## ./run.sh

```bash
#!/bin/bash
# OpenROAD 26Q1-2900-gdf79404cd8, Yosys 0.63+post, stock flow scripts
make -C /OpenROAD-flow-scripts/flow DESIGN_CONFIG=/design/flow/config.mk WORK_HOME=/design/flow/orfs finish
```

==> run_results.csv <==
group,metric,value,unit
power_and_ir_drop,clkPwrFrac,51.0,%
final_layout,largest_register_ffs,4,
run_status,outcome,"finished, final reports clean",
synthesis,synth_top_cell_by_count,"dfrtp_1",
cts,h-tree-depth,1,
synthesis,ys_seq_share,75.00,%
route,routed_wirelength,317,um
final_layout,top_regs,"current_state x4",
synthesis,yosys-stat-cells,10,
run,warnings,25,
setup_path,crit_chain,"clkdlybuf4s50_1",
die,die_h,80,um
power_and_ir_drop,p_leak,0.09391,nW
synthesis,edf_count,0,
synthesis,top_area_cell,"dfrtp_1",
setup_path,worst_setup_path_start_kind,"flip-flop",
placement,numPortBuffers,3,
cts,insertion_delay,240,ps
grt,grt_overflow,0,
final_layout,finish.utilization,7.289,%
synthesis,area_leaders,"dfrtp_1 56%, dfstp_2 19%, o31a_1 6.5%",
die,fp_util,3.956,%
setup_path,cp_max_fo,3,
setup_path,critPathCaptureType,"output port",
sta,finalSetupViolations,0,
synthesis,yosysWarnings,1,
setup_path,crit_type,"flip-flop to output port",
sta,rsz0062_at_grt,"no",
cts,numCtsBuffers,3,
power_and_ir_drop,pwr-share-comb,6.6,%
power_and_ir_drop,swShare,20.46,%
route,routed_via_density,1.540,
die,die-area,6400,um2
sta,period_needed,1386,ps
power_and_ir_drop,p_switching,0.05921,mW
run,cap_viol_max_count,0,
sta,fmax,721.5,MHz
cts,clk_pin_slew,40,ps
synthesis,ys_ff,4,
synthesis,ys.flop_type,"dfrtp_1",
grt,antenna_found_initial,0,
die,io_pins,4,
power_and_ir_drop,vdd.ir_drop.worst,0.1106,mV
sta,finalSetupTns,0,ps
sta,maxSlewViolCount,0,
sta,relSlewSlack,87.43,%
min_path,min_path_type,"input port to asynchronous set/reset pin",
cts,cts_sinks,4,
synthesis,avgSynthCellArea,13.51,um2
route,antenna_cells,0,
sta,hold_viol_final,0,
final_layout,drive_gt1_share,23.53,%
synthesis,synth_area,135.1,um2
setup_path,max_stage_delay,480,ps
die,core_area,3416,um2
route,wl_per_cell,5.032,um
sta,fin_crit_sh,92.40,%
route,drc,0,
route,first_pass_iters,2,
grt,first_global_vias,111,
final_layout,regArea,101.3,um2
die,rows,21,
setup_path,cp_data_arrival_time,1090,ps
synthesis,top_area_share,55.56,%
setup_path,path_buffers,1,
die,die_w,80,um
route,num_vias,97,
synthesis,async_flop_share,100.0,%
placement,place_congestion,0.5931,
synthesis,synthDistinctLibCells,8,
cts,clockBufferDepth,2,
sta,finalClockSkew,8.916,ps
grt,grt_pass1_wl,483,um
route,drt_iter0_drc,13,
setup_path,cp.required,1200,ps
setup_path,crit_family,"buffers and inverters",
route,ant_nets,0,
grt,grt_start_max_net_pins,5,
final_layout,top_register,"current_state",
power_and_ir_drop,power_density,1162,nW/um2
cts,cts_tree,"yes",
power_and_ir_drop,pwr-share-seq,42.4,%
sta,worst_pin_slew,187.1,ps
final_layout,multiInputGateArea,30.03,um2
power_and_ir_drop,p_int,0.2302,mW
cts,cts_hold_buf,0,
synthesis,yosys_area,135.1,um2
cts,post_cts_buffers,0,
final_layout,area_delta_synth_final,84.26,%
final_layout,nFillCells,409,
synthesis,syn_inst,10,
setup_path,crit_slowest_cell,"clkdlybuf4s50_1",
cts,cts_resized,0,
grt,grt_usage,1.137,%
cts,cts-root-buf,"clkbuf_4",
## through the flow
step	total power [mW]	hold slack, ps	cell area, um2	instances	setup WS, ps
6_report	0.2894	253.3	249.0	63	114.0
5_1_grt	0.3178	256.6	249.0	63	41.71
4_1_cts	0.2983	245.8	249.0	63	86.88
3_5_place_dp	0.1435	470.5	222.7	59	352.2
3_3_place_gp	0.1415	464.6	222.7	59	363.2
2_1_floorplan	0.1321	65.36	135.1	10	761.9
## cells by family (layout without fill, tap and decap cells)
| logic type | count (synthesis) | in the layout | share of synthesized area (%) |
|---|---|---|---|
| compound gates | 1 | 1 | 6.483 |
| buf+inv | 1 | 8 | 2.775 |
| flops | 4 | 4 | 75.00 |
| simple gates | 4 | 4 | 15.74 |
## power groups by stage
stage                 combinational, mW  sequential, mW  clock [mW]
after CTS                        0.0196           0.123       0.156
after global routing             0.0208           0.123       0.174
final                            0.0190           0.123       0.148
## placed cells by master, fill, tap and decap left out
cell type        count
o31a_1               1
nor3_1               1
inv_1                1
dfstp_2              1
clkdlybuf4s50_1      3
nor2b_1              1
clkbuf_1             1
dfrtp_1              3
nor2_1               1
and2_1               1
clkbuf_4             3
## final timing paths
check                                 startpoint                to  slack, ps  depth (start not counted)
worst max-delay path            current_state[3]              dout        110                          1
worst min-delay path                       reset  current_state[2]        250                          2
worst max register to register  current_state[2]  current_state[2]        740                          1
worst min register to register  current_state[1]  current_state[3]        470                          1
max in group asynchronous                  reset  current_state[0]       1010                          2
min in group clk0               current_state[1]  current_state[3]        470                          1
## metal layers
metal | GRT usage (%) | part of all wire (%)
met2 | 1.124 | 39
met5 | 0 | 0
met1 | 1.136 | 45
met4 | 0.7042 | 0
met3 | 1.591 | 15
## layout make-up
cell class / instances / area share, %
Clock buffer: 4 / 10.55
Inverter: 1 / 1.508
Multi-Input combinational cell: 5 / 12.06
Sequential cell: 4 / 40.70
Tap cell: 46 / 23.12
Timing Repair Buffer: 3 / 12.06
Power and IR drop assume default switching activity.
