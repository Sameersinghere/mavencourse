$ cat ./config.mk
export PLATFORM = sky130hd
export DESIGN_NAME = ALU
export DESIGN_NICKNAME = ALU
export VERILOG_FILES = /design/flow/design.v
export SDC_FILE = /design/flow/constraint.sdc
export NUM_CORES = 4
export LEC_CHECK = 1
export CORE_UTILIZATION = 50
$ cat ./constraint.sdc
current_design ALU

set clk_period 34.6
set clk_io_pct 0.2

create_clock -name clk0 -period $clk_period

set non_clock_inputs [all_inputs -no_clocks]
set_input_delay [expr $clk_period * $clk_io_pct] -clock clk0 $non_clock_inputs
set_output_delay [expr $clk_period * $clk_io_pct] -clock clk0 [all_outputs]
$ cat ./design.v
module ALU(
    input [3:0] command,
    input [7:0] a, b,
    input oe,
    output reg [15:0] dout
);
always @(*) begin
    if (oe) begin
        case (command)
            4'b0000: dout = a + b;
            4'b0001: dout = a + 1;
            4'b0010: dout = b - a;
            4'b0011: dout = a - 1;
            4'b0100: dout = a * b;
            4'b0101: dout = a / b;  
            4'b0110: dout = a >> 1;
            4'b0111: dout = a << 1;
            4'b1000: dout = a & b;
            4'b1001: dout = a | b;
            4'b1010: dout = ~a;
            4'b1011: dout = ~(a & b);
            4'b1100: dout = ~(a | b);
            4'b1101: dout = a ^ b;
            4'b1110: dout = ~(a ^ b);
            4'b1111: dout = {8'b0, a};  
            default: dout = 16'b0;
        endcase
    end else begin
        dout = 16'bz;  
    end
end
endmodule
$ cat ./run.sh
#!/bin/bash
# OpenROAD 26Q1-2900-gdf79404cd8, Yosys 0.63+post, stock flow scripts
make -C /OpenROAD-flow-scripts/flow DESIGN_CONFIG=/design/flow/config.mk WORK_HOME=/design/flow/orfs finish
==> reports/qor.txt <==
status - finished, violations left
failing checks - negative setup slack
Final min period - 38.98 ns
area of the core - 18900 um2
IO buf count - 36
Yosys Instances - 1365
Req. time, crit path - 27.68 ns
1st-iter DRT viols - 684
Mapped Area - 9720 um2
Post-synth seq share - 0%
post-DP HPWL - 23.8 mm
mux share - 5.29%
setup TNS - -9.47 ns
RSZ-0062 raised after global routing - yes
tool warnings - 59
Overall Global Routing Usage - 34.2%
vias in the first global route - 10955
Worst Setup EP - dout[0]
Commonest Layout Cell - buf_4
complex-gate fraction of the synthesized area - 29.8%
Final Hold Violation Tally - 0
logic area - 10300 um2
initial antenna violation count - 0
Setup crit start - a[2]
most numerous logic cells after layout - 433 x buf_4, 148 x ha_1, 143 x nor2_1
final worst slack - -4.38 ns
max-capacitance violation count - 0
CP max stage cell - or4_4
worst slack at placement - -5.48 ns
Via density - 5.73
Final setup viols - 3
chip area line of the yosys report - 9720 um2
Layout area overhead - 53.8%
layout cell share with drive strength beyond 1 - 38.0%
Fmax - 25.7 MHz
final WL - 34.6 mm
HP Class - in2out
first-pass GRT wire length - 54.2 mm
critical path class - in2out
Adder Area Share - 30.1%
Distinct lib cells used - 93
# rows - 50
Fill cells - 1222
cts hold-fix bufs - 0
IO Count - 37
Max Transition Viols Final - 0
remaining global-route overflow - 0
XOR Share, Synth - 6.04%
hold path startpoint - b[1]
vias - 11894
crit end category - primary output
Post-Syn Instances - 1365
Slowest Stage Delay on Critical Path - 0.53 ns
Max Fanout on Critical Path - 13
gpl congestion - 0.951
die width - 141 um
wire per inst - 16.7 um
clkbuf count - 0
CP arrival - 32.06 ns
Die Area - 20000 um2
most frequent CP cell - buf_4
post-route clock period utilization - 113%
drt drc - 0
post-layout util - 79.1%
total stage count of the critical path - 141
slew margin rel. - 43.7%
simple-gate share of the synthesized area - 22.5%
warnings from Yosys - 2
flop count - 0
FP Util - 51.5%
Post-Syn Area per Cell - 7.12 um2
Worst Tran Pin Value - 0.845 ns
comb area leader - adder cells
Routed Antenna Nets - 0
startpoint types - primary input
crit-path leading delay family - AND-OR/OR-AND gates
Flop area - 0 um2
drt pass-1 iters - 5
die height - 141 um
CP Buf/Inv Count - 29
largest net degree at the start of global routing - 53
-- Yosys cell counts, types with 6 or more instances --
cell / number / area share, %
ha_1: 173 / 22
nor2_1: 158 / 6.1
a21oi_1: 118 / 6.1
inv_1: 101 / 3.9
nand2_1: 92 / 3.6
o21ai_0: 78 / 4.0
nor3_1: 50 / 2.6
clkbuf_1: 45 / 1.7
xnor2_1: 44 / 4.0
fa_1: 38 / 7.8
o21a_1: 38 / 2.9
mux2_2: 27 / 3.1
nand2b_1: 26 / 1.7
xor2_1: 23 / 2.1
nand3_1: 22 / 1.1
a21o_1: 21 / 1.6
nor2b_1: 18 / 1.2
a31oi_1: 17 / 1.1
and2_1: 16 / 1.0
or3_1: 16 / 1.0
mux2i_1: 15 / 1.5
o22ai_1: 13 / 0.84
o31ai_1: 13 / 1.0
a22oi_1: 11 / 0.85
o21bai_1: 11 / 0.85
or2_2: 11 / 0.71
a211oi_1: 10 / 0.77
o211ai_1: 9 / 0.69
a221oi_1: 7 / 0.63
o221ai_1: 7 / 0.63
buf_1: 6 / 0.23
-- layer usage --
metal | vias to the layer above | GRT usage (%) | routed length (um)
li1 | 5899 | - | -
met1 | 5582 | 52.2 | 16600
met2 | 367 | 52.5 | 14700
met3 | 46 | 5.23 | 2610
met4 | 0 | 4.30 | 611
met5 | - | 2.01 | 0
-- repair_timing --
action	in CTS	in global routing
setup buffers	109	33
pin swaps	95	83
gates resized	143	62
endpoints found under the setup margin	3	3
-- worst min path at each step --
stage | end | slack [ns] | cells after the start
finish | dout[1] | 14.68 | 6
CTS | dout[1] | 14.66 | 6
global route | dout[1] | 14.74 | 6
-- metrics by stage --
step	std cells	hold slack [ns]	instance area, um2
global route	2074	14.74	14900
global placement	1935	15.25	13200
detailed placement	1935	15.25	13200
finish	2075	14.68	15000
CTS	2044	14.66	14400
floorplan	1372	14.07	10400
-- area by class of cell --
class              count  area share (%)
repair buffers       497            26.2
well taps            260            2.18
multi-input cells   1213            69.0
diodes                 1          0.0167
inverters            104            2.63
-- cell families after synthesis --
logic type | count (synthesis)
other | 1
and+or+nand+nor | 452
xor gates and xnor gates | 67
muxes | 45
buffers and inverters | 159
adders and majority gates | 211
AOI/OAI and AO/OA | 430
