===== /design/flow/design.v =====
module single_port_ram(
    input [3:0] addr,   
    input [7:0] data,   
    input we,           
    input enable,       
    output reg [7:0] q  
);
reg [7:0] ram[15:0];
always @(posedge enable) begin
    if (we) begin
        ram[addr] <= data;
    end
end
always @(*) begin
    if (enable && !we) begin
        q <= ram[addr];
    end else begin
        q <= 8'bz;  
    end
end
endmodule

===== /design/flow/constraint.sdc =====
current_design single_port_ram

set clk_period 3.0
set clk_io_pct 0.2

create_clock -name clk0 -period $clk_period [get_ports {enable}]

set non_clock_inputs [all_inputs -no_clocks]
set_input_delay [expr $clk_period * $clk_io_pct] -clock clk0 $non_clock_inputs
set_output_delay [expr $clk_period * $clk_io_pct] -clock clk0 [all_outputs]

===== /design/flow/run.sh =====
#!/bin/bash
# OpenROAD 26Q1-2900-gdf79404cd8, Yosys 0.63+post, stock flow scripts
make -C /OpenROAD-flow-scripts/flow DESIGN_CONFIG=/design/flow/config.mk WORK_HOME=/design/flow/orfs finish

===== /design/flow/config.mk =====
export PLATFORM = sky130hd
export DESIGN_NAME = single_port_ram
export DESIGN_NICKNAME = single_port_ram
export VERILOG_FILES = /design/flow/design.v
export SDC_FILE = /design/flow/constraint.sdc
export NUM_CORES = 4
export LEC_CHECK = 1
export CORE_UTILIZATION = 30

==> design notes <==
The total via count after detailed routing came out at 2,401. The average instance area after synthesis is 22.1 sq um, and the total negative setup slack is 0 ps. In the Yosys report, the sequential cells make up 78.3% of the chip area. Entering global routing, the biggest net connects 23 pins. The flip-flop count of the largest register, all copies and words added is 128. The tools report the warning count from the yosys run as 2.

The detailed-route vias per instance works out to 4.68. Per the STA report, the cell with the highest stage delay on the worst path is clkdlybuf4s50_1. The first global-routing pass estimated 15.6 mm of wire. Cell repeated most along the worst path: clkdlybuf4s50_1. The fraction of final layout cells with drive strength greater than 1 is 34.7%, and the yosys cell count is 222. The run gives 342 MHz as the maximum clock frequency. Number of iterations in the first detailed-routing pass: 6.

The run gives 21 for the port buffer count. With the routed wirelength normalized by instance count at 19.8 um, the I/O pin count is 22. The clock transition time at the flip-flop clock pins of the worst setup and hold paths works out to 60 ps. The run reported a max-capacitance violation count of 0. The run finished with clean final reports.

In the layout the commonest cells are 128 x edfxtp_1, 32 x mux4_2, 26 x buf_4. The slew of the pin with the lowest slew margin came out at 591 ps. Leaving out fill and tap cells, the most frequent cell in the layout is edfxtp_1. Yosys mapped a number of flops with a built-in enable equal to 128. Setup repair after global routing could not meet its margin everywhere.

Register ranked first by flip-flop count: ram. The final timing report counts setup violations totalling 0. Looking at the VDD voltage map, the peak drop is 421 uV. The number of flip-flops and latches in the synthesized netlist works out to 128. The routed design has 10.2 mm of wire.

Counting every sink on the clock net gives 128. After detailed placement, the total cell area comes to 5640 sq um. The most critical min-delay path falls under in2reg. The tools report the initial antenna violation count as 0.

The tools report the required time of the worst setup path as 2400 ps. The worst setup path is captured at an output pin. After technology mapping, the gate count stands at 222. The share of synthesized registers carrying an async set or reset is 0%, and the count of nets left with antenna violations after detail routing is 0. The clock tree synthesis step divided the H-tree into 4 levels. Walking the worst path, the cells encountered are clkdlybuf4s50_1 -> buf_4 -> nor2b_1 -> buf_6 -> a22oi_1 -> nand2_1 -> clkdlybuf4s50_1. The final hold violation count came out at 0. The largest single stage delay on the critical path is 460 ps. The layout stage reports a final design area of 6230 sq um.

Overall power consumption after layout is estimated at 4190 uW. Pins over their slew limit in the final report were tallied at 0. The tools report the clock root buffer as clkbuf_16. The routed design ends up with an antenna cell count of 0.

The tools report the relative slew slack as 60.5%. The tools report the leakage power summed over all cells as 0.00202 uW. In this run the deepest clock path goes through 2 buffers. The most common flop cell mapped by yosys is edfxtp_1. The fill cell total of the finished layout came out at 1,409. According to the floorplan log, the row count is 46. The tools report the via count of the first global-routing pass as 2,679. Area inside the core boundary: 15,900 sq um. In the final layout, the multi-input gates occupy 1020 sq um. The largest registers in the layout are ram (128). Per the TritonCTS log, the buffer count is 17. The tools report the cell area after synthesis as 4910 sq um. For the total congestion overflow after global routing, the log shows 0.

In the floorplan report the effective utilization is 30.8%. Counting distinct cell types in the post-synthesis netlist gives 17. The highest fanout seen on the critical path was 8; the die extent in y was 130 um. Relative to the synthesized area, the layout overhead comes to 27.0%. The final period utilization is 97.6%. The worst setup path is launched from an input pin. Summing over the stages, the warning tally comes to 26. The run gives 14.1% as the total track usage. Type of the setup path with the least slack: in2out.

In this run the horizontal extent of the chip is 130 um. The tools report the half-perimeter wire length after placement as 6.68 mm. In the routed design, unresolved DRC markers number 0. Data arrives at the worst endpoint at 2330 ps.

The run gives 0.802 as the global placer's final weighted congestion. The power density over the cells came out at 672 nW/um^2. TritonCTS built the clock tree. For the register area, the log shows 3840 sq um. After layout, the minimum clock period comes to 2930 ps.

For the die footprint, the log shows 16,900 sq um. In the synthesis report, Yosys lists the chip area as 4910 sq um. Per the log, the first TritonRoute iteration ended with a DRC count of 201.
## metrics by stage
step / setup WS (ps) / util [%] / hold WS (ps) / std cells
CTS: 24.7 / 39.0 / 939 / 513
global route: -5.51 / 39.1 / 948 / 513
detailed placement: -119 / 35.4 / 1370 / 481
floorplan: 771 / - / 699 / 222
global placement: -117 / 35.4 / 1370 / 481
finish: 72.4 / 39.1 / 935 / 513
## final timing paths
check,startpoint,end,slack (ps),cells past startpoint
worst min-delay path,addr[1],ram[4][6],940,4
worst max-delay path,addr[2],q[2],70,7
## kinds of logic after synthesis
kind of cell / after synthesis / synth area share [%]
AOI/OAI and AO/OA: 16 / 2.45
buffers and inverters: 11 / 1.22
DFF: 128 / 78.3
muxes: 32 / 14.7
and+or+nand+nor: 35 / 3.31
## per-layer routing
metal / share of wire, % / vias to the layer above / GRT usage [%] / routed length, um
li1: - / 1061 / - / -
met1: 37 / 1184 / 18.1 / 3780
met2: 49 / 146 / 21.4 / 4940
met3: 13 / 10 / 9.23 / 1290
met4: 1.4 / 0 / 1.78 / 145
met5: 0 / - / 0 / 0
## area by class of cell
cell class / count / area share, %
flip-flops and latches: 128 / 61.7
clock inverters: 15 / 2.31
repair buffers: 54 / 8.45
clock buffers: 17 / 6.83
well taps: 216 / 4.34
multi-input cells: 83 / 16.4
## critical path: cells and delay by family
family,cells,cell delay [ps]
buffers and inverters,4,1280
AND/OR/NAND/NOR,2,310
AND-OR/OR-AND,1,130
## Yosys cell counts (2+ instances only)
cell	instances	area, sq um
a22oi_1	16	120
buf_1	4	15.0
buf_2	2	10.0
buf_6	2	22.5
clkbuf_1	2	7.51
edfxtp_1	128	3840
mux4_2	32	721
nand2_1	9	33.8
nand2b_1	2	12.5
nand3b_1	2	15.0
nor2_1	13	48.8
nor2b_1	2	12.5
nor3_1	4	20.0
## power by group
group          internal [uW]  switching [uW]
combinational            122             117
sequential              2010            7.37
clock                   1210             721
## timing repair
item	CTS	global route
resized	2	3
cloned	0	0
hold buffers	0	0
endpoints found under the setup margin	8	3
buffers inserted	0	0
pin swaps	0	0
No activity file was given, so power comes from the tool's default toggle rates.
